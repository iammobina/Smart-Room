===== flow/run.sh =====
#!/bin/bash
# OpenROAD 26Q1-2900-gdf79404cd8, Yosys 0.63+post, stock flow scripts
make -C /OpenROAD-flow-scripts/flow DESIGN_CONFIG=/design/flow/config.mk WORK_HOME=/design/flow/orfs finish

===== flow/config.mk =====
export PLATFORM = sky130hd
export DESIGN_NAME = AirConditioning
export DESIGN_NICKNAME = AirConditioning
export VERILOG_FILES = /design/flow/design.v
export SDC_FILE = /design/flow/constraint.sdc
export NUM_CORES = 4
export LEC_CHECK = 1
export CORE_AREA = 10 10 70 70
export DIE_AREA = 0 0 80 80

===== flow/constraint.sdc =====
current_design AirConditioning

set clk_period 3.0
set clk_io_pct 0.2

create_clock -name clk0 -period $clk_period [get_ports {clk}]

set non_clock_inputs [all_inputs -no_clocks]
set_input_delay [expr $clk_period * $clk_io_pct] -clock clk0 $non_clock_inputs
set_output_delay [expr $clk_period * $clk_io_pct] -clock clk0 [all_outputs]

===== flow/design.v =====
module AirConditioning(temp, ideal, clk, out_temp);
		input [5:0] ideal;
		input clk;
		input [5:0] temp;
		output reg [5:0] out_temp;
		always @(posedge clk)
			begin
				if (temp < ideal)
					out_temp = temp + 1;
				else if (temp > ideal)
					out_temp = temp - 1;
				else
					out_temp = temp;
			end
endmodule

==> results.yml <==
# implementation run metrics
timing:
  min_period_over_period_pct: 74.9
  min_period_ps: 2250
  hold_viol: 0
  setup_ws_ps: 753
  rsz0062_at_grt: "false"
  worst_pin_slew_ps: 317
  relSlewSlack_pct: 78.8
  fmax_mhz: 445
  report.final.slew_viol_count: 0
  fin_tns_setup_ps: 0
  finalSetupViolCount: 0
critical_path:
  cp_slowest_stage_delay_ps: 620
  required_ps: 3130
  cp.arrival_ps: 2380
  cp_slowest_cell: "clkdlybuf4s50_1"
  cp-end-kind: "register"
  cp-start-kind: "primary input"
  critPathKind: "primary input to register"
  path_max_fanout: 8
  crit_chain: "clkdlybuf4s50_1 -> ha_1 -> and4_4 -> o21ai_2 -> o211ai_4 -> and3_1 -> a211oi_1"
grt:
  track_usage_pct: 3.60
  grt_use_met3_pct: 1.93
  use_met2_pct: 5.70
  grt_pass1_vias: 481
  grt.busiest_layer: "met2"
  grt_pass1_wl_microns: 1950
  overflow: 0
  grt_max_degree: 9
  grt_use_met1_pct: 4.23
  antenna_found_initial: 0
synth:
  postSynthSeqShare_pct: 24.9
  synth_cells: 54
  ys.flops: 6
  async_reset_ff_share_pct: 0
  ff_type: "dfxtp_1"
  top_cell: "ha_1"
  yosysTopAreaCell: "dfxtp_1"
  top_cells_by_area: "dfxtp_1 (25%), ha_1 (21%), mux2i_1 (8.3%)"
  ys_warn_count: 1
  netlist_area_sq_um: 482
  yosys.area.top_type_share_pct: 24.9
  edf_count: 0
  ys_chip_area_sq_um: 482
  syn_avg_cell_area_sq_um: 8.92
  yosysCellCount: 54
  yosysUniqueCellTypes: 21
  synthTopCellsByCount: "ha_1 (8), inv_1 (7), dfxtp_1 (6)"
final_layout:
  largest_reg_flops: 6
  drive_gt1_share_pct: 9.33
  area_delta_synth_final_pct: 54.0
drt:
  vias_per_cell: 3.50
  ant_nets: 0
  vias: 423
  first_pass_iters: 2
  detail_route.wl_per_cell_microns: 9.13
  antenna_cells: 0
  drcViolationCount: 0
  drtIter0Drc: 5
  totalWireLength_microns: 1110
clocking:
  path_clk_slew_ps: 40
  cts_max_level: 1
  ctsLongestPathBuffers: 2
  cts_tree: "yes"
  post_cts_buffers: 0
  postCtsResizedCells: 0
  hold_buffers: 0
  cts_buffers: 3
  root_buffer: "clkbuf_4"
  clock-sinks: 6
die:
  chipHeight_microns: 80
  fp_util_pct: 14.1
  io_pins: 19
  chipArea_sq_um: 6400
  die_width_microns: 80
  core_area_sq_um: 3420
  rows: 21
power_and_ir_drop:
  p_per_area_nw_per_um2: 330
  power_frac_comb_pct: 33.9
  power_switching_w: 0.0000596
  leakage_nw: 0.325
  peakVddDrop_v: 0.0000849
  p_clk_share_pct: 28.5
  swShare_pct: 24.4
  internal-power_w: 0.000185
  seq_power_share_pct: 37.6
min_path:
  min_to: "out_temp[5]"
  hp-start: "temp[5]"
  hold_depth: 2
  hold_class: "primary input to register"
run_status:
  status: "completed"
run:
  cap_violations: 0
  warnings: 26
placement:
  pre_cts_ws_ps: 501
  gp_congestion: 0.727
  port_buffers: 18
  dp_hpwl_microns: 1020
## worst max path at each step
stage,startpoint,slack [ps],to
after CTS,temp[2],750,out_temp[1]
after global routing,temp[1],640,out_temp[1]
final,temp[2],750,out_temp[1]
## per-layer routing
metal | up-vias | share of wire, %
met3 | 0 | 13
met4 | 0 | 0
li1 | 225 | -
met2 | 12 | 45
met1 | 186 | 42
met5 | - | 0
## worst max-delay path, delay by kind of cell
kind / cells / cell delay (ps)
buffers and inverters: 1 / 620
AND-OR/OR-AND: 3 / 470
AND/OR/NAND/NOR: 2 / 390
adder cells (fa/ha/maj): 1 / 290
## logic make-up (layout without fill, tap and decap cells)
kind of cell    count (synthesis)  in the layout  synth area share (%)
simple gates                   19             19                  21.6
fa+ha+maj                       8              8                  20.8
buf+inv                         7             28                  5.46
flops                           6              6                  24.9
compound gates                  5              5                  9.87
xor+xnor                        5              5                  9.09
mux                             4              4                  8.31
## power groups by stage
| stage | Sequential (W) | Combinational (W) | Clock, W |
|---|---|---|---|
| CTS | 0.0000922 | 0.0000848 | 0.0000735 |
| global route | 0.0000931 | 0.0000937 | 0.0000774 |
| finish | 0.0000920 | 0.0000829 | 0.0000696 |
## layout make-up
class,instances,area [sq um]
inverter,7,26.3
multi-input combinational,41,335
fill,388,2670
sequential,6,120
clock buffer,3,22.5
tap,46,57.6
timing repair buffer,18,180
## through the flow
| step | hold slack [ps] | area, sq um | cells | power, W | utilization (%) |
|---|---|---|---|---|---|
| 2_1_floorplan | 697 | 482 | 54 | 0.000131 | - |
| 3_3_place_gp | 1250 | 719 | 118 | 0.000177 | 21.1 |
| 3_5_place_dp | 1260 | 719 | 118 | 0.000178 | 21.1 |
| 4_1_cts | 1000 | 742 | 121 | 0.000250 | 21.7 |
| 5_1_grt | 1020 | 742 | 121 | 0.000264 | 21.7 |
| 6_report | 1010 | 742 | 121 | 0.000245 | 21.7 |
## cells in the final DEF (no fill, tap or decap), drive strengths merged
master          n
a211oi          1
a21oi           2
and2            1
and3            1
and4            1
clkbuf          3
clkdlybuf4s50  18
dfxtp           6
ha              8
inv             7
mux2i           4
nand2           3
nand2b          1
nand3           5
nor2            4
nor2b           1
nor3            1
o211ai          1
o21ai           1
or2             1
xnor2           2
xor2            3
Power figures rest on the tool's default switching activity, not on a simulated workload.
