**/design/flow/run.sh**
```bash
#!/bin/bash
# OpenROAD 26Q1-2900-gdf79404cd8, Yosys 0.63+post, stock flow scripts
make -C /OpenROAD-flow-scripts/flow DESIGN_CONFIG=/design/flow/config.mk WORK_HOME=/design/flow/orfs finish
```
**/design/flow/config.mk**
```make
export PLATFORM = sky130hd
export DESIGN_NAME = LightSystem
export DESIGN_NICKNAME = LightSystem
export VERILOG_FILES = /design/flow/design.v
export SDC_FILE = /design/flow/constraint.sdc
export NUM_CORES = 4
export LEC_CHECK = 1
export CORE_AREA = 10 10 70 70
export DIE_AREA = 0 0 80 80
```
**/design/flow/constraint.sdc**
```tcl
current_design LightSystem

set clk_period 1.0
set clk_io_pct 0.2

create_clock -name clk0 -period $clk_period [get_ports {clk}]

set non_clock_inputs [all_inputs -no_clocks]
set_input_delay [expr $clk_period * $clk_io_pct] -clock clk0 $non_clock_inputs
set_output_delay [expr $clk_period * $clk_io_pct] -clock clk0 [all_outputs]
```
**/design/flow/design.v**
```verilog
`timescale 1ns / 1ps
module LightSystem(
    input clk,
    input  reset,
    input wire StartOn,
    input wire StartOff,
    input wire keypad,
    input wire state,
    output reg initialize ,
    output reg lamp_on,
    output reg lamp_off,
    output reg start_on_turn_on_button,
    output reg start_on_turn_off_button,
    output reg timingpass,
    output reg lamp_stays_off,
    output reg lampstate
    );
parameter STATE0=3'b000,
          STATE1=3'b001,
          STATE2=3'b010, 
          STATE3=3'b011,
          STATE4=3'b100,
          STATE5=3'b101,
          STATE6=3'b110;
 reg[2:0] state_reg,next_state ; 
always @(posedge clk, posedge reset) 
  begin
   if (reset) begin
	state_reg <= 3'b000;
		end
	else begin
	   state_reg <= next_state;
	end
end 
always @(StartOn,StartOff,keypad,lampstate,state_reg) 
	begin
initialize <= 3'b000;
lamp_on <=3'b001;
lamp_off <= 3'b000;
start_on_turn_on_button <=3'b001;
start_on_turn_off_button <=3'b000;;
timingpass <=3'b000;
lamp_stays_off<=3'b000;
next_state = state_reg; 
lampstate <= 3'b001;
  case (state_reg)
STATE0: next_state= STATE1;
STATE1: 
       if(keypad==1'b1)
          begin
	next_state = STATE2;
        start_on_turn_on_button <= 1;
	lampstate<=1;
end
STATE2: 
	if(StartOn==1'b1&&keypad==1'b1&&lampstate==1)
	  begin
   	  next_state = STATE3;
    	  lamp_off <= 0;
	end
	else if(StartOn==1'b1&&keypad==1'b1&&lampstate==0)
	   begin
	   next_state =STATE4;
	   lamp_off <= 1;
	   end
        else 
	  next_state = STATE2;
 STATE3:
    if(keypad==1'b1)    
       begin
        lamp_on <= 1;
        next_state = STATE5;
        start_on_turn_off_button <=  1;
	lampstate=1;
end
STATE5:
if(StartOff==1'b1&&keypad==1'b1&&lampstate==1)
	  begin
   	  next_state = STATE6;
    	  lamp_off<=1;
	end
        else 
	  next_state = STATE0;
STATE4:
if(keypad==1'b1)
begin
next_state = STATE0;
lamp_stays_off <= 1;
end
STATE6:
if(keypad==1'b1)
begin
lamp_stays_off <= 1;
initialize <= 1;
end
default :			
	next_state = STATE0;
 endcase
end
endmodule
```
==> ci_impl_report.md <==
## PnR job results

| Metric | Value |
|---|---|
| Worst path bufs/invs | `1` |
| # DRC | `0` |
| First-pass iteration count of the detailed router | `1` |
| GRT Max-Usage Layer | `met2` |
| Tot Pwr | `0.000639 W` |
| Met2 Use GR | `2.97%` |
| WP depth | `2` |
| Mapped cell area | `275 um2` |
| Final WL | `574 um` |
| Fmax | `926 MHz` |
| Max-slew violation count | `0` |
| CP delay by family, top | `flip-flops` |
| Dominant cell area share | `45.5%` |
| Crit end category | `output port` |
| Yosys Instances | `26` |
| DP Wirelength | `494 um` |
| Hold/Removal Path Class | `primary input to async pin` |
| Flops after synth | `6` |
| DIE WIDTH | `80 um` |
| Layout fillers | `390` |
| Final Non-Filler Cells | `82` |
| # rows | `21` |
| Post-synth seq share | `55.0%` |
| Max reg flops | `6` |
| Remaining global-route overflow | `0` |
| IO Port Bufs | `8` |
| Final worst slack | `-0.0803 ns` |
| Root Driver | `clkbuf_4` |
| Xor/xnor share | `0%` |
| Total track usage | `1.72%` |
| Ao+oa area frac | `10.9%` |
| GR Util met1 | `1.35%` |
| Hold-fix buffers, CTS | `0` |
| Die area | `6400 um2` |
| Initial antenna violation count | `0` |
| Ports | `14` |
| Synth unique cells | `15` |
| Synth area leader | `dfrtp_1` |
| Crit Path Max Fanout | `2` |
| Warnings from Yosys | `1` |
| Yosys simple share | `13.6%` |
| Static Leak | `0.198 nW` |
| Synthesis area per yosys | `275 um2` |
| Clock sink count | `6` |
| Pin count of the biggest net entering global routing | `7` |
| CP peak stage delay | `0.36 ns` |
| CTS Buffer Depth | `2` |
| Post-synth top cells | `buf_4, dfrtp_1, inv_1, conb_1` |
| Min Tclk post-route | `1.08 ns` |
| Synth Instances | `26` |
| Data required, critical path | `0.80 ns` |
| Vias in the first global route | `228` |
| Core Area | `3420 um2` |
| Period utilization | `108%` |
| Die height | `80 um` |
| Layout cells sized above 1 | `38.9%` |
| Arr. time, crit path | `0.88 ns` |
| P per Cell Area | `1510 nW/um2` |
| Initial DRC Count | `0` |
| Met3 GRT Util | `1.14%` |
| Post-DR vias/cell | `2.35` |
| Antenna cell count | `0` |
| DR vias | `193` |
| Latency at later pin | `0.24 ns` |
| Adder share | `0%` |
| Syn Area/Cell | `10.6 um2` |
| Routability cong. | `0.716` |
| H-tree levels | `1` |
| First-pass GRT wire length | `897 um` |
| Final ANT Viol Nets | `0` |
| CTS Buf Count | `3` |
| Post CTS Setup Buffer Count | `0` |
| Tool warning count | `28` |
| Placed cell count | `78` |
| Worst path slowest cell | `dfrtp_1` |
| Dominant comb cell | `buffers and inverters` |
| Critical path class | `flip-flop to output port` |
| # Max-Cap Violations | `0` |
| Worst path cell trace | `and3_4, buf_6` |
| Seq. cell area | `151 um2` |
| Cell area leaders | `dfrtp_1, buf_4, dfstp_2` |
| Synth async-reset ratio | `100%` |
| Worst-path clk slew | `0.05 ns` |
| CTS tree | `yes` |
| WL/cell | `7.00 um` |
| Max IR drop VDD | `0.244 mV` |
| Fp util | `8.06%` |
| Area growth from synthesis to layout | `53.2%` |
| Dominant synthesized flop cell | `dfrtp_1` |
| Final hold vios | `0` |
| Final setup vio count | `4` |
| Dpl ws | `-0.662 ns` |
| Logic area | `91.3 um2` |
| Clock Skew | `0.00358 ns` |
| Synth mux share | `0%` |
| Post-synth EDFFs | `0` |
| Critical path launch point type | `flip-flop` |
| Hold slack | `0.167 ns` |
| Unrepaired setup endpoints after global routing | `yes` |
| Outcome | `finished with violations` |
| Worst r2r path cells | `2` |
| Failing checks | `negative setup slack` |
==> path summary, 6_finish.rpt <==
check,from,to,slack (ns)
max,state_reg[4],lamp_off,-0.08
min,reset,state_reg[3],0.17
max reg2reg,state_reg[4],state_reg[2],0.14
min reg2reg,state_reg[2],state_reg[2],0.47
max in group asynchronous,reset,state_reg[0],0.58
min in group clk0,StartOff,state_reg[0],0.29
==> routing by layer <==
metal	routed length (um)	vias up
met5	0	-
met4	27	0
met3	55	2
met2	307	11
met1	183	89
li1	-	91
==> kinds of logic (layout without fill, tap and decap cells) <==
family | Yosys count | count (layout)
flip-flops | 6 | 6
AND/OR/NAND/NOR | 6 | 6
buffers and inverters | 8 | 16
AND-OR/OR-AND | 4 | 4
other | 2 | 4
==> timing repair <==
action	in CTS	in global routing
endpoints found under the setup margin	4	4
gates resized	18	3
cloned	0	0
pin swaps	1	0
==> stage by stage <==
| stage | utilization, % | instance area, um2 | setup TNS, ns |
|---|---|---|---|
| finish | 12.3 | 422 | -0.227 |
| CTS | 11.8 | 403 | -0.282 |
| detailed placement | 11.4 | 390 | -3.06 |
| global route | 12.3 | 422 | -0.385 |
| global placement | 11.4 | 390 | -3.04 |
| floorplan | - | 283 | 0 |
==> layout make-up <==
cell class                 count  area share (%)
inverter                       3            2.67
tap                           46            13.6
sequential                     6            35.9
clock buffer                   4            6.23
multi-input combinational     14            21.7
timing repair buffer           9            19.9
==> cells in the final DEF, fill, tap and decap left out <==
cell type	count
dfrtp_1	5
conb_1	4
clkbuf_4	3
buf_6	3
inv_1	2
dlygate4sd2_1	2
clkdlybuf4s50_1	2
inv_2	1
nor2_4	1
nand2_1	1
a22o_2	1
and3_4	1
or2_1	1
a21o_1	1
nand3_1	1
o21ai_0	1
a21boi_0	1
and2_4	1
clkbuf_1	1
buf_2	1
buf_4	1
dfstp_2	1
==> where the power goes <==
part	internal, W	total, W	switching (W)
registers	0.000277	0.000292	0.0000146
logic	0.0000771	0.000115	0.0000377
clock network	0.000151	0.000232	0.0000812
Power is estimated from default activity; no workload was simulated.
