--- /design/flow/constraint.sdc ---
current_design AirConditioner

set clk_period 3.0
set clk_io_pct 0.2

create_clock -name clk0 -period $clk_period [get_ports {clk}]

set non_clock_inputs [all_inputs -no_clocks]
set_input_delay [expr $clk_period * $clk_io_pct] -clock clk0 $non_clock_inputs
set_output_delay [expr $clk_period * $clk_io_pct] -clock clk0 [all_outputs]
--- /design/flow/config.mk ---
export PLATFORM = sky130hd
export DESIGN_NAME = AirConditioner
export DESIGN_NICKNAME = AirConditioner
export VERILOG_FILES = /design/flow/design.v
export SDC_FILE = /design/flow/constraint.sdc
export NUM_CORES = 4
export LEC_CHECK = 1
export CORE_AREA = 10 10 70 70
export DIE_AREA = 0 0 80 80
--- /design/flow/run.sh ---
#!/bin/bash
# OpenROAD 26Q1-2900-gdf79404cd8, Yosys 0.63+post, stock flow scripts
make -C /OpenROAD-flow-scripts/flow DESIGN_CONFIG=/design/flow/config.mk WORK_HOME=/design/flow/orfs finish
--- /design/flow/design.v ---
`timescale 1ns / 1ps
module AirConditioner(temp, ideal, clk, out_temp);
		input [5:0] ideal;
		input clk;
		input [5:0] temp;
		output reg [5:0] out_temp;
		always @(posedge clk)
			begin
				if (temp < ideal)
					out_temp = temp + 1;
				else if (temp > ideal)
					out_temp = temp - 1;
				else
					out_temp = temp;
			end
endmodule
==> results.txt <==
CTS root buffer -> clkbuf_4
setup violators final -> 0
RSZ-0062 raised after global routing -> no
max_cap viols -> 0
Die ar. -> 6400 um^2
sequential share of power -> 37.6%
post-synthesis cell area -> 482 um^2
Clock Power Share -> 28.5%
worst path cell trace -> clkdlybuf4s50_1 -> ha_1 -> and4_4 -> o21ai_2 -> o211ai_4 -> and3_1 -> a211oi_1
maximum vdd drop -> 0.0849 mV
fmax -> 445 MHz
DR DRC count -> 0
I/O Buffers -> 18
Commonest Layout Cell -> clkdlybuf4s50_1
crit-path leading delay family -> buffers and inverters
top cells, area -> dfxtp_1, ha_1, mux2i_1
required time worst endpoint -> 3.13 ns
power share of the combinational group -> 33.9%
number of cells in Yosys stat -> 54
syn_area_per_cell -> 8.92 um^2
detailed-route wire length -> 1.11 mm
dpl cells -> 118
Critical Path Source Type -> primary input
final hold violations -> 0
leakage power -> 0.325 nW
Crit Path Max Fanout -> 8
Area leader share -> 24.9%
DR iter-0 viols -> 5
Worst Path Arrival -> 2.38 ns
fillers -> 388
CTS Hold Buffers Added -> 0
Crit. End Element -> register
Logic area -> 335 um^2
Final Wtd Congestion -> 0.727
status -> completed
DP HPWL -> 1.02 mm
die width -> 80 um
share of layout cells above drive strength 1 -> 9.33%
most frequent cells in the layout -> clkdlybuf4s50_1, ha_1, inv_1, dfxtp_1
initial antenna violation count -> 0
P_int -> 0.185 mW
Clock Sinks -> 6
Post-CTS Setup Bufs -> 0
grt total ovfl -> 0
antenna viol nets, final -> 0
Registers, synthesis -> 6
CTS tree -> done
CTS buffer count -> 3
Sw Share -> 24.4%
CTS Buffer Depth -> 2
Top-Level Pins -> 19
post_cts resized -> 0
CP Class -> in2reg
Inserted Diodes -> 0
Reg area -> 120 um^2
row cnt -> 21
TNS Setup -> 0 ns
register area share after synthesis -> 24.9%
final cell count without fillers -> 121
Final Max Tran Viols -> 0
first-pass GRT wire length -> 1.95 mm
Tot Pwr -> 0.245 mW
min Tclk post-route -> 2.25 ns
Hold WC Path Type -> in2reg
power density cells -> 330 nW/um^2
fin crit share -> 74.9%
Die H -> 80 um
clock slew at reported path FFs -> 0.04 ns
number of global-route vias before repair -> 481
Log Warnings -> 26
Global Route Usage Sum -> 3.60%
yosys warns -> 1
CP max stage delay -> 0.62 ns
DR WL/cell -> 9.13 um
fp util -> 14.1%
First-pass DRT Iterations -> 2
cells after synthesis -> 54
WP buf/inv -> 1
pin count of the biggest net entering global routing -> 9
leading area contributor after synthesis -> dfxtp_1
Layout Area Growth over Synthesis -> 54.0%
NetSw -> 0.0596 mW
DR vias -> 423
vias per cell -> 3.50
relative slew slack -> 78.8%
Final Util -> 21.7%
core area -> 3420 um^2
max reg flops -> 6
synthesis area per yosys -> 482 um^2
Unique cell types -> 21
slowest CP cell -> clkdlybuf4s50_1
H-tree depth -> 1
Least-Margin Pin Slew -> 0.317 ns
[worst paths after layout]
path                start     endpoint  slack, ns  cells past startpoint
hold / removal    temp[5]  out_temp[5]       1.01                      2
setup / recovery  temp[2]  out_temp[1]       0.75                      7
[stage by stage]
step	cell area (um^2)	hold WS (ns)	worst slack, ns
floorplan	482	0.697	1.22
global placement	719	1.25	0.563
detailed placement	719	1.26	0.501
CTS	742	1.00	0.748
global route	742	1.02	0.640
finish	742	1.01	0.753
[power by group through the flow]
stage | sequential [mW] | combinational [mW] | clock [mW]
6_report | 0.0920 | 0.0829 | 0.0696
5_1_grt | 0.0931 | 0.0937 | 0.0774
4_1_cts | 0.0922 | 0.0848 | 0.0735
[area by class of cell]
class / count / area share [%]
multi-input combinational: 41 / 45.2
timing repair buffer: 18 / 24.3
sequential: 6 / 16.2
inverter: 7 / 3.54
clock buffer: 3 / 3.04
tap: 46 / 7.76
[kinds of logic after synthesis]
group                      count (synthesis)  share of synthesized area [%]
and+or+nand+nor                           19                           21.6
adders and majority gates                  8                           20.8
buffers and inverters                      7                           5.46
DFF                                        6                           24.9
AOI/OAI and AO/OA                          5                           9.87
xor gates and xnor gates                   5                           9.09
muxes                                      4                           8.31
[cells in the mapped netlist]
| master | instances |
|---|---|
| nor2_1 | 4 |
| o211ai_4 | 1 |
| xor2_1 | 3 |
| inv_1 | 7 |
| nor2b_1 | 1 |
| xnor2_1 | 2 |
| ha_1 | 8 |
| dfxtp_1 | 6 |
| and2_0 | 1 |
| nand3_2 | 1 |
| mux2i_1 | 4 |
| nand2b_1 | 1 |
| nand2_1 | 3 |
| and3_1 | 1 |
| o21ai_2 | 1 |
| a21oi_1 | 2 |
| and4_4 | 1 |
| or2_1 | 1 |
| nand3_1 | 4 |
| nor3_1 | 1 |
| a211oi_1 | 1 |
[routing by layer]
layer | global-route usage (%) | share of wire, %
met3 | 1.93 | 13
met2 | 5.70 | 45
met5 | 0 | 0
met4 | 0.704 | 0
met1 | 4.23 | 42
Power is estimated from default activity; no workload was simulated.
